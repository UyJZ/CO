--- flow/design.v ---
`timescale 1ns / 1ps
module Stall_ctrl(
    input [31:0] D_instr,
    input [31:0] E_instr,
    input [31:0] M_instr,
	 output stall
	 );
    wire [2:0] rs_T_use,rt_T_use;
	 wire [4:0] rs_D_add,rt_D_add;
	 wire [4:0] E_RFDst,M_RFDst;
    CTRL D_ctrl(
	 .instr(D_instr),
	 .rs_T_use(rs_T_use),
	 .rt_T_use(rt_T_use),
	 .rs(rs_D_add),
	 .rt(rt_D_add)
	 );
    wire [2:0] E_T_new;
	 wire [4:0] rs_E_add,rt_E_add;
	 CTRL E_ctrl(
	 .instr(E_instr),
	 .E_T_new(E_T_new),
	 .rs(rs_E_add),
	 .rt(rt_E_add),
	 .RFDst(E_RFDst)
	 );
    wire [2:0] M_T_new;
	 wire [4:0] rs_M_add,rt_M_add;
	 CTRL M_ctrl(
	 .instr(M_instr),
	 .M_T_new(M_T_new),
	 .rs(rs_M_add),
	 .rt(rt_M_add),
	 .RFDst(M_RFDst)
	 );
	 wire stall_rs,stall_rt;
	 assign stall_rs = ((rs_T_use < E_T_new) &&(E_RFDst == rs_D_add)&&(rs_D_add != 0))|
	                   ((rs_T_use < M_T_new) &&(M_RFDst == rs_D_add)&&(rs_D_add != 0));
	 assign stall_rt = ((rt_T_use < E_T_new) &&(E_RFDst == rt_D_add)&&(rt_D_add != 0))|
	                   ((rt_T_use < M_T_new) &&(M_RFDst == rt_D_add)&&(rt_D_add != 0));
	 assign stall = stall_rs | stall_rt;
endmodule
`timescale 1ns / 1ps
module CTRL(
    input [31:0] instr,
	 output [4:0] rd,
	 output [4:0] rt,
	 output [4:0] rs,
	 output [15:0] imm16,
	 output [25:0] imm26,
	 output [4:0] shamt,
	 output [5:0] funct,
	 output [1:0] DMWr,
	 output [1:0] DM_sel,
	 output EXT_OP,
	 output RF_Wr,
	 output [1:0] RF_ad_sel,
	 output [1:0] RF_wd_sel,
	 output ALU_in2_sel,
	 output [3:0] ALUop,
	 output [2:0] rs_T_use,
	 output [2:0] rt_T_use,
	 output [2:0] E_T_new,
	 output [2:0] M_T_new,
	 output [1:0] WDsel,
	 output [4:0] RFDst,
	 output branch,
	 output [1:0] b_type,
	 output [2:0] NPCop
	 );
	 wire [5:0]opcode;
	 wire special,add,sub,jr,jal,j,lb,lh,lw,sb,sh,sw,ori,lui,beq;
	 assign opcode = {instr[31:26]};
	 assign rs = {instr[25:21]};
	 assign rt = {instr[20:16]};
	 assign rd = {instr[15:11]};
	 assign shamt = {instr[10:6]};
	 assign funct = {instr[5:0]};
	 assign imm16 = {instr[15:0]};
	 assign imm26 = {instr[25:0]};
	 assign special = (opcode == 6'b000000);
	 assign add = (special && funct == 6'b100000);
	 assign sub = (special && funct == 6'b100010);
	 assign jr = (special && funct == 6'b001000);
	 assign ori = (opcode == 6'b001101);
	 assign lw = (opcode == 6'b100011);
	 assign sw = (opcode == 6'b101011);
	 assign beq = (opcode == 6'b000100);
	 assign lui = (opcode == 6'b001111);
	 assign j = (opcode == 6'b000010);
	 assign jal = (opcode == 6'b000011);
	 assign lb = (opcode == 6'b100000);
	 assign lh = (opcode == 6'b100001);
	 assign sb = (opcode == 6'b101000);
	 assign sh = (opcode == 6'b101001);
	 assign DMWr = (sw | sb | sh )?2'b10:
	               (lw | lb | lh )?2'b01:
						2'b00;
	 assign DM_sel = (lb | sb)?2'b10:
	                (sh | lh)?2'b01:
						 2'b00;
	 assign NPCop = (jr)?3'b011:
	                (jal | j)?3'b010:
						 (beq)?3'b001:
						  3'b000;
	 assign RF_Wr = (add | sub | ori | lw | lui | jal);
	 assign EXT_OP = (lw | sw | beq);
	 assign ALU_in2_sel = (ori | lw | sw | lui);
	 assign ALUop = (lui)?4'b011:
	                (ori)?4'b010:
						 (beq | sub)?4'b001:
						 4'b000;
	assign rs_T_use = (add | sub | lw | sw | lb | lh | sb | sh | ori | lui)?3'b001:
	               (beq | jr | jal)?3'b000:
			 			3'b011;
	assign rt_T_use = ( add | sub )?3'b001:
	                  (sw | sh | sb | ori | lui)?3'b010:
	                  ( beq )?3'b000:
							3'b011;
	assign E_T_new = (add | sub | lui | ori)?3'b001:
	                 ( lw | lh | lb )?3'b010:
						  3'b000;
	assign M_T_new = (lw | lh | lb )?3'b001:
	                 3'b000;
	assign WDsel = (add | sub | lui | ori )?2'b01:
	               (lw | lh | lb )?2'b10:
						(jal)?2'b11:
						2'b00;
	assign RFDst = (add | sub)?rd:
	               (lui | ori | lw | lb | lh)?rt:
						( jal )?5'd31:
						5'd0;
	assign branch = (beq );
	assign b_type = (beq)?2'b00:
	                (jal)?2'b01:
						 2'b11;
endmodule
--- flow/run.sh ---
#!/bin/bash
# OpenROAD 26Q1-2900-gdf79404cd8, Yosys 0.63+post, stock flow scripts
make -C /OpenROAD-flow-scripts/flow DESIGN_CONFIG=/design/flow/config.mk WORK_HOME=/design/flow/orfs finish
--- flow/config.mk ---
export PLATFORM = sky130hd
export DESIGN_NAME = Stall_ctrl
export DESIGN_NICKNAME = Stall_ctrl
export VERILOG_FILES = /design/flow/design.v
export SDC_FILE = /design/flow/constraint.sdc
export NUM_CORES = 4
export LEC_CHECK = 1
export CORE_AREA = 10 10 93 93
export DIE_AREA = 0 0 103 103
--- flow/constraint.sdc ---
current_design Stall_ctrl

set clk_period 6.4
set clk_io_pct 0.2

create_clock -name clk0 -period $clk_period

set non_clock_inputs [all_inputs -no_clocks]
set_input_delay [expr $clk_period * $clk_io_pct] -clock clk0 $non_clock_inputs
set_output_delay [expr $clk_period * $clk_io_pct] -clock clk0 [all_outputs]
==> flow_metrics.rpt <==
PHYSICAL IMPLEMENTATION REPORT
----------------------------------------------------
[Global routing]
  Largest net degree at the start of global routing ........................ 10
  Number of global-route vias before repair ........................ 1207
  Remaining global-route overflow ........................ 0
  Aggregate global-route resource usage ........................ 6.58%
  Wire length of the first global-routing pass ........................ 5.74 mm
  Number of antenna violations at the first check in global routing ........................ 0

[Setup path]
  Critical path cell sequence ........................ clkdlybuf4s50_1, or4b_1, a31o_1, o2bb2ai_1, xor2_1, nor4_1, a2bb2oi_1, o211ai_1, clkdlybuf4s50_1
  Worst setup SP type ........................ primary input
  Crit path top cell by count ........................ clkdlybuf4s50_1
  WS Path Type ........................ in2out
  Worst path arrival time ........................ 4.26 ns
  Largest fanout of any net on the critical path ........................ 6
  Cell type of the slowest stage on the worst timing path ........................ or4b_1
  Critical path capture point type ........................ primary output
  Launching instance or port of the critical path ........................ E_instr[29]
  CP max stage delay ........................ 0.65 ns
  Required arrival time at the worst endpoint ........................ 5.12 ns

[Detailed routing]
  Routed wire length ........................ 3.74 mm
  Drt pass-1 iters ........................ 4
  Mean routed wirelength per cell ........................ 14.5 µm
  Via density ........................ 4.57
  Antenna cells ........................ 0
  Number of vias after detailed routing ........................ 1178
  Number of antenna-violating nets in the routed design ........................ 0
  Count of routing violations after the opening detailed-route iteration ........................ 49
  Remaining DRCs ........................ 0

[Min path]
  Class of the tightest hold or removal check ........................ in2out
  Hold_sp ........................ D_instr[25]

[Status]
  Run status ........................ completed

[Final timing]
  Setup repair after global routing missed its margin ........................ no
  Slew headroom ........................ 75.4%
  Final setup TNS ........................ 0 ns
  Number of hold violations in the final report ........................ 0
  Setup WS post-layout ........................ 0.859 ns
  Max Fclk ........................ 0.180 GHz
  Final setup violating endpoints ........................ 0
  Post-route clock period utilization ........................ 86.6%
  Final tally of max-slew violations ........................ 0
  Worst Tran Pin Value ........................ 0.365 ns
  Minimum clock period after layout ........................ 5.54 ns

[Layout]
  Sequential cell count of the final layout ........................ 0
  Fill cell instance count of the final layout ........................ 732
  Layout overhead on the synthesized area ........................ 82.3%
  FF/Latch Area ........................ 0 µm²
  Share of final-layout standard cells stronger than drive strength 1 ........................ 2.81%
  Clock buffer instance count of the final layout ........................ 0
  Non-filler instance count after layout ........................ 258

[Placed design]
  RD Place Congestion ........................ 0.779
  Port Buf Inserts ........................ 65
  Final HPWL DP ........................ 3.36 mm
  Post-placement worst setup slack ........................ 0.848 ns
  Cell Count Post-Placement ........................ 258

[Die]
  Width of the die ........................ 103 µm
  Area inside the core boundary ........................ 6760 µm²
  I/O pins ........................ 97
  Chip footprint ........................ 10600 µm²
  Initial core utilization ........................ 13.1%
  Row cnt ........................ 30
  Die height ........................ 103 µm

[Run]
  Max_cap viols ........................ 0
  Number of OpenROAD warnings ........................ 64

[Power]
  VDD IR max ........................ 0.0000170 V
  Static leakage ........................ 0.504 nW
  Power per cell area ........................ 48.9 nW/µm²
  Total chip power ........................ 0.0788 mW

[Logic synthesis]
  Leading cell type by number of instances after synthesis ........................ xor2_1
  Number of cells in the yosys synthesis report ........................ 118
  Top cell type's share of synthesized area ........................ 11.9%
  Synth warn ........................ 0
  Synth cell types ........................ 40
  Post-Synthesis Cell Area ........................ 885 µm²
  Sequential-to-total area share from yosys stat ........................ 0%
  Synthesized area divided by synthesized cell count ........................ 7.50 µm²
  Top cells by area ........................ xor2_1 12%, a311oi_1 8.9%, o2bb2ai_1 7.9%, xnor2_1 6.9%, or4bb_1 5.1%
  Total cell area reported by yosys after synthesis ........................ 885 µm²
  Post-synthesis cell count ........................ 118
  Most numerous cell types in the synthesized netlist ........................ 12 x xor2_1, 9 x a311oi_1, 9 x nor2_1
  Cell type with the largest total area ........................ xor2_1

[Clock network]
  Post-CTS setup buffer count ........................ 0
  Hold-fix buffers, CTS ........................ 0
  Resized Gates After CTS ........................ 0

----------------------------------------------------
## final timing paths
check	cells past startpoint	to	slack, ns
worst max-delay path	9	stall	0.86
worst min-delay path	6	stall	3.80
## routing by layer
layer	GRT usage, %	vias to the layer above	part of all wire [%]
li1	-	611	-
met1	8.50	518	41
met2	10.1	49	43
met3	3.52	0	16
met4	0	0	0
met5	0	-	0
## placed cells by master (no fill, tap or decap), drive strengths merged
cell type      synthesis  routed
nand4b                 3       3
o31ai                  1       1
and3                   1       1
nand2                  6       6
or4                    2       2
nand2b                 3       3
a31oi                  1       1
nor4b                  2       2
ha                     2       2
nor4                   5       5
and3b                  1       1
and4b                  1       1
a2111oi                1       1
nand3                  2       2
o21ai                  4       4
or4bb                  4       4
a311oi                10      10
or4b                   2       2
a41o                   1       1
nor2                   9       9
nor2b                  1       1
nand4                  4       4
a2bb2oi                1       1
clkdlybuf4s50          0      65
xnor2                  7       7
o211ai                 1       1
inv                    1       1
and4                   1       1
nor3b                  2       2
nor3                   7       7
a31o                   2       2
o2bb2ai               10      10
and2                   1       1
xor2                  12      12
a21oi                  2       2
## area by class of cell
class	instances	area, µm²	share of cell area [%]
timing repair buffer	65	651	40.3
multi-input combinational	112	858	53.2
inverter	1	3.75	0.233
tap	80	100	6.21
## per-stage QoR
stage	cell area, µm²	util (%)	hold WS (ns)
final	1610	23.9	3.80
after global routing	1610	23.9	3.90
after CTS	1610	23.9	3.81
after detailed placement	1610	23.9	3.80
after global placement	1610	23.9	3.80
after floorplan	885	-	2.72
## worst max-delay path, delay by kind of cell
family          cells  cell delay (ns)
simple gates        2             1.02
xor+xnor            1             0.11
compound gates      4             0.82
buf+inv             2             1.03
## cells by family (layout without fill, tap and decap cells)
family	count (synthesis)	in the layout	synth area share, %
simple gates	57	57	40.9
compound gates	34	34	34.5
xor+xnor	19	19	18.8
buf+inv	6	66	2.97
fa+ha+maj	2	2	2.83
## report_power, final
part           switching (mW)  internal (mW)
combinational          0.0294         0.0494
sequential                  0              0
clock                       0              0
total                  0.0294         0.0494
No activity file was given, so power comes from the tool's default toggle rates.
